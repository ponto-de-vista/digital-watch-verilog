File: flow/config.mk
export PLATFORM = sky130hd
export DESIGN_NAME = relogio_simples_top
export DESIGN_NICKNAME = relogio_simples_top
export VERILOG_FILES = /design/flow/design.v
export SDC_FILE = /design/flow/constraint.sdc
export NUM_CORES = 4
export LEC_CHECK = 1
export CORE_UTILIZATION = 30
File: flow/constraint.sdc
current_design relogio_simples_top

set clk_period 4.8
set clk_io_pct 0.2

create_clock -name clk0 -period $clk_period [get_ports {clk}]

set non_clock_inputs [all_inputs -no_clocks]
set_input_delay [expr $clk_period * $clk_io_pct] -clock clk0 $non_clock_inputs
set_output_delay [expr $clk_period * $clk_io_pct] -clock clk0 [all_outputs]
File: flow/run.sh
#!/bin/bash
# OpenROAD 26Q1-2900-gdf79404cd8, Yosys 0.63+post, stock flow scripts
make -C /OpenROAD-flow-scripts/flow DESIGN_CONFIG=/design/flow/config.mk WORK_HOME=/design/flow/orfs finish
File: flow/design.v
module Contador(
    input wire clk,
    input wire rst,
    input wire enable,
    input wire clr,
    input  wire [2:0] config_digit, 
    input  wire config_add,  
    output reg [3:0] s_unidade,
    output reg [3:0] s_dezena,
    output reg [3:0] m_unidade,
    output reg [3:0] m_dezena,
    output reg [3:0] h_unidade,
    output reg [3:0] h_dezena
);
    localparam UM_SEGUNDO = 50_000_000;
    reg [25:0] prescaler_reg;
    always @(posedge clk or negedge rst) begin
        if (!rst) begin
            prescaler_reg <= 0;
            s_unidade     <= 0; 
            s_dezena     <= 0;
            m_unidade     <= 0;
            m_dezena     <= 0;
            h_unidade     <= 0;
            h_dezena     <= 0;
        end else if (clr) begin
            prescaler_reg <= 0;
            s_unidade     <= 0; 
            s_dezena     <= 0;
            m_unidade     <= 0;
            m_dezena     <= 0;
            h_unidade     <= 0;
            h_dezena     <= 0;
        end
        else begin
            if (config_add) begin
                case(config_digit)
                    3'd0: s_unidade <= (s_unidade == 9) ? 0 : s_unidade + 1;
                    3'd1: s_dezena  <= (s_dezena  == 5) ? 0 : s_dezena  + 1;
                    3'd2: m_unidade <= (m_unidade == 9) ? 0 : m_unidade + 1;
                    3'd3: m_dezena  <= (m_dezena  == 5) ? 0 : m_dezena  + 1;
                    3'd4: begin
                        if (h_dezena == 2 && h_unidade >= 3) h_unidade <= 0;
                        else if (h_unidade == 9) h_unidade <= 0;
                        else h_unidade <= h_unidade + 1;
                    end
                    3'd5: begin 
                        if (h_dezena >= 2) h_dezena <= 0;
                        else h_dezena <= h_dezena + 1;
                        if (h_dezena == 1 && h_unidade > 3) h_unidade <= 0; 
                    end
                endcase
            end
            else if (enable && !config_add) begin
                if (prescaler_reg == UM_SEGUNDO - 1) begin
                    prescaler_reg <= 0;  
                    if (s_unidade == 9) begin
                        s_unidade <= 0;
                        s_dezena <= s_dezena + 1;
                        if(s_dezena == 5) begin
                            s_dezena <= 0;
                            m_unidade <= m_unidade + 1;
                            if(m_unidade == 9)begin
                                m_unidade <= 0;
                                m_dezena <= m_dezena + 1;
                                if(m_dezena == 5) begin
                                    m_dezena <= 0;
                                    h_unidade <= h_unidade + 1;
                                    if(h_dezena == 2 && h_unidade == 3)begin
                                        h_dezena <= 0;
                                        h_unidade <= 0;
                                    end
                                    if(h_unidade == 9)begin
                                        h_unidade <= 0; 
                                        h_dezena <= h_dezena + 1;
                                    end
                                end
                            end
                        end 
                    end
                    else begin
                        s_unidade <= s_unidade + 1;
                    end
                end
                else begin
                    prescaler_reg <= prescaler_reg + 1;
                end
            end
        end
    end
endmodule
module bcd_para_7seg(
    input  wire [3:0] bcd_in,  
    output reg  [6:0] segments   
);
    always @(bcd_in)
    begin
        case(bcd_in)
            4'b0000: segments = 7'b1000000;  
            4'b0001: segments = 7'b1111001;  
            4'b0010: segments = 7'b0100100;  
            4'b0011: segments = 7'b0110000;  
            4'b0100: segments = 7'b0011001;  
            4'b0101: segments = 7'b0010010;  
            4'b0110: segments = 7'b0000010;  
            4'b0111: segments = 7'b1111000;  
            4'b1000: segments = 7'b0000000;  
            4'b1001: segments = 7'b0011000;  
            default: segments = 7'b0000110; 
        endcase
    end
endmodule
module FSM(
        input wire btn_mode, 
        input wire btn_start, 
        input wire btn_change,
        input wire reset, 
        input wire clk,
        output reg [3:0] s_unidade_fsm,
        output reg [3:0] s_dezena_fsm,
        output reg [3:0] m_unidade_fsm,
        output reg [3:0] m_dezena_fsm,
        output reg [3:0] h_unidade_fsm,
        output reg [3:0] h_dezena_fsm,
        output reg [2:0] config_digit,
        output wire is_config,
        output [1:0] state_out
        );
    reg [1:0] state;
    assign state_out = state;
    localparam RELOGIO = 2'b00, CRONOMETRO = 2'b01, CFG = 2'b10;
    reg crono_rodando;
    wire crono_reset;
    assign crono_reset = (state == CRONOMETRO && btn_change) || state == RELOGIO;
    reg prev_start, prev_change;
    wire click_start = (btn_start && !prev_start);
    wire click_change = (btn_change && !prev_change);
    assign config_add = (state == CFG && click_change);  
    assign is_config = (state == CFG);   
    wire [3:0] s_unidade_relogio, s_dezena_relogio, m_unidade_relogio, m_dezena_relogio, h_unidade_relogio, h_dezena_relogio;
    wire [3:0] s_unidade_cronometro, s_dezena_cronometro, m_unidade_cronometro, m_dezena_cronometro, h_unidade_cronometro, h_dezena_cronometro;
    Contador Contador_relogio (
        .clk (clk),
        .rst (reset),
        .enable (state != CFG),
        .clr (1'b0),
        .config_digit (config_digit), 
        .config_add (config_add), 
        .s_unidade (s_unidade_relogio), 
        .s_dezena (s_dezena_relogio),
        .m_unidade (m_unidade_relogio),
        .m_dezena (m_dezena_relogio),
        .h_unidade (h_unidade_relogio),
        .h_dezena (h_dezena_relogio)
    );
    Contador Contador_cronometro (
        .clk (clk),
        .rst (reset),
        .enable (crono_rodando),
        .clr(crono_reset),
        .config_digit (3'b000), 
        .config_add (1'b0), 
        .s_unidade (s_unidade_cronometro), 
        .s_dezena (s_dezena_cronometro),
        .m_unidade (m_unidade_cronometro),
        .m_dezena (m_dezena_cronometro),
        .h_unidade (h_unidade_cronometro),
        .h_dezena (h_dezena_cronometro)
    );
    reg mode_stable;  
    reg [1:0] mode_sync;  
    reg [19:0] db_counter;  
    localparam DB_TIME = 500_000;  
    always @(posedge clk or negedge reset) begin
        if (!reset) begin
            mode_sync <= 0;
            mode_stable <= 0;
            db_counter <= 0;
        end else begin
            mode_sync[0] <= btn_mode;
            mode_sync[1] <= mode_sync[0];
            if (mode_sync[1] != mode_stable) begin
                if (db_counter >= DB_TIME) begin
                    mode_stable <= mode_sync[1];  
                    db_counter <= 0;
                end else begin
                    db_counter <= db_counter + 1;
                end
            end else begin
                db_counter <= 0;
            end
        end
    end
    reg prev_mode_limpo;
    wire click_mode = (mode_stable && !prev_mode_limpo); 
    always @(posedge clk or negedge reset) begin
        if (!reset)begin
            crono_rodando <= 0;
            state <= RELOGIO;
            prev_start <= 0;
        end
        else begin 
            prev_change <= btn_change;
            prev_start <= btn_start;
            prev_mode_limpo <= mode_stable;
            case(state)
                RELOGIO: begin
                    if (click_mode) state <= CRONOMETRO;
                    crono_rodando <= 0;
                end
                CRONOMETRO: begin
                    if (click_mode) state <= CFG;
                    if(click_start) crono_rodando <= ~crono_rodando;
                end
                CFG: begin
                    if (click_mode) begin
                        config_digit <= 3'b000;
                        state <= RELOGIO;
                    end
                    if(click_start)begin
                        if(config_digit == 5) config_digit <= 0;
                        else config_digit <= config_digit + 1;
                    end
                end
                default: begin
                    state <= RELOGIO;
                    config_digit <= 0;
                end
            endcase
        end
    end
    always @(*) begin
        case(state)
            RELOGIO: begin
                s_unidade_fsm = s_unidade_relogio;
                s_dezena_fsm = s_dezena_relogio;
                m_unidade_fsm = m_unidade_relogio;
                m_dezena_fsm = m_dezena_relogio;
                h_unidade_fsm = h_unidade_relogio;
                h_dezena_fsm = h_dezena_relogio;
            end
            CRONOMETRO: begin
                s_unidade_fsm = s_unidade_cronometro;
                s_dezena_fsm = s_dezena_cronometro;
                m_unidade_fsm = m_unidade_cronometro;
                m_dezena_fsm = m_dezena_cronometro;
                h_unidade_fsm = h_unidade_cronometro;
                h_dezena_fsm = h_dezena_cronometro;
            end
            CFG: begin
                s_unidade_fsm = s_unidade_relogio;
                s_dezena_fsm = s_dezena_relogio;    
                m_unidade_fsm = m_unidade_relogio;
                m_dezena_fsm = m_dezena_relogio;
                h_unidade_fsm = h_unidade_relogio;
                h_dezena_fsm = h_dezena_relogio;
            end
        endcase    
    end
endmodule
module relogio_simples_top(
    input wire btn_mode, 
    input wire reset,
    input wire btn_start, 
    input wire btn_change, 
    input wire clk,
    output wire [6:0] HEX0,  
    output wire [6:0] HEX1,
    output wire [6:0] HEX2,
    output wire [6:0] HEX3,
    output wire [6:0] HEX4,
    output wire [6:0] HEX5,
    output wire [2:0] LED
);
    wire [1:0] state_out;
    assign LED[2] = (state_out == 2'b00);
    assign LED[1] = (state_out == 2'b01);
    assign LED[0] = (state_out == 2'b10);
    wire [3:0] s_unidade, s_dezena, m_unidade, m_dezena, h_unidade, h_dezena;
    wire is_config;
    wire [2:0] config_digit;
    reg [24:0] pisca_counter;
    wire pisca_on;
    FSM fsm(
        .btn_mode (btn_mode), 
        .btn_start (btn_start), 
        .btn_change (btn_change),
        .reset (reset),
        .clk (clk),
        .s_unidade_fsm (s_unidade),
        .s_dezena_fsm (s_dezena),
        .m_unidade_fsm (m_unidade),
        .m_dezena_fsm (m_dezena),
        .h_unidade_fsm (h_unidade),
        .h_dezena_fsm (h_dezena),
        .config_digit (config_digit),
        .is_config (is_config),
        .state_out (state_out)
    );
    always @(posedge clk) begin
        pisca_counter <= pisca_counter + 1;
    end
    assign pisca_on = pisca_counter[24];
    wire [6:0] valor_hex0, valor_hex1, valor_hex2, valor_hex3, valor_hex4, valor_hex5;
    assign HEX0 = (pisca_on && is_config && config_digit == 0 ? 7'b1111111 : valor_hex0);
    assign HEX1 = (pisca_on && is_config && config_digit == 1 ? 7'b1111111 : valor_hex1);
    assign HEX2 = (pisca_on && is_config && config_digit == 2 ? 7'b1111111 : valor_hex2);
    assign HEX3 = (pisca_on && is_config && config_digit == 3 ? 7'b1111111 : valor_hex3);
    assign HEX4 = (pisca_on && is_config && config_digit == 4 ? 7'b1111111 : valor_hex4);
    assign HEX5 = (pisca_on && is_config && config_digit == 5 ? 7'b1111111 : valor_hex5);
     bcd_para_7seg U_Decodificador_Seg (
        .bcd_in   (s_unidade), 
        .segments (valor_hex0)  
    );
	bcd_para_7seg D_Decodificador_Seg (
        .bcd_in   (s_dezena), 
        .segments (valor_hex1)  
    );
    bcd_para_7seg U_Decodificador_Min (
        .bcd_in   (m_unidade), 
        .segments (valor_hex2)  
    );
    bcd_para_7seg D_Decodificador_Min (
        .bcd_in   (m_dezena), 
        .segments (valor_hex3)  
    );
    bcd_para_7seg U_Decodificador_H (
        .bcd_in   (h_unidade),
        .segments (valor_hex4)  
    );
    bcd_para_7seg D_Decodificador_H (
        .bcd_in   (h_dezena),
        .segments (valor_hex5)  
    );
endmodule
==> flow_metrics.tcl <==
# yosys + openroad results
set metrics [dict create \
    num_rows 66 \
    portBuffers 49 \
    critPathLaunchType "register" \
    yosysUniqueCellTypes 69 \
    floorplan.core_util 0.3049 \
    layout_setup_ws_ns 1.472 \
    area_leaders "dfrtp_1 32%, ha_1 7.2%, dfxtp_1 5.0%" \
    top_area_cell "dfrtp_1" \
    grt_overflow_total 0 \
    areaGrowthSynthToFinish_pct 16.09 \
    path_max_fanout 7 \
    drive_gt1_frac 0.06944 \
    clock_path_buffers 2 \
    whs_path_depth 0 \
    finalHoldViolCount 0 \
    synthArstFlopShare 0.7033 \
    dp_slack_ns 1.063 \
    fillCellCount 3224 \
    vias_per_cell 4.888 \
    grt_util_all_layers 0.1303 \
    synthCells 1101 \
    slew_headroom 0.4259 \
    rsz0062_at_grt "false" \
    top_area_frac 0.3195 \
    grt_start_max_net_pins 54 \
    route.antenna.diode_count 0 \
    drc_errors 0 \
    drt-total-wl_mm 20.80 \
    tool_warnings 63 \
    grt_pass1_vias 7213 \
    setup_tns_ns 0 \
    p_leak_nw 4.706 \
    drtAntennaViolNets 0 \
    numCtsBuffers 17 \
    p_sw_frac 0.2235 \
    pwr_density_cell_nw_per_um2 244.0 \
    outcome "complete, no violations" \
    ir_worst_vdd_uv 223.4 \
    crit_type "reg -> out" \
    gp_congestion 0.8804 \
    ys.warnings.count 5 \
    edf_count 5 \
    synth_area_per_cell_um2 9.035 \
    fp.dieW_um 184.1 \
    routedWlPerCell_um 13.05 \
    cts_tree "done" \
    clock_latency_ns 0.42 \
    crit_path_end_kind "output pin" \
    io_pins 50 \
    holdBufCountCts 0 \
    fmax_mhz 300.5 \
    ff_type "dfrtp_1" \
    dp.final_hpwl_mm 14.97 \
    reg2reg_depth 6 \
    dr.first_iter.drc_count 486 \
    cts_setup_buffers 0 \
    grt_first_pass_wirelength_mm 35.41 \
    dieHeight_um 184.1 \
    clock-skew-final_ns 0.01218 \
    dp_cells 1562 \
    finalClockPeriodUsage 0.6933 \
    power.total_mw 2.817 \
    finalNonFillerCells 1594 \
    period_minus_slack_ns 3.328 \
    p_int_mw 2.188 \
    synth.cell_area_um2 9947 \
    routed-via-count 7791 \
    root_buffer "clkbuf_16" \
    crit_arrival_ns 2.37 \
    yosys-stat-area_um2 9947 \
    ys_ff 182 \
    critPathRequiredTime_ns 3.84 \
    comb_power_share 0.015 \
    worst_pin_slew_ns 0.8533 \
    htree_levels 4 \
    clkTransAtPathRegs_ns 0.06 \
    setup_viol 0 \
    dieArea_um2 33890 \
    ys_cells 1101 \
    antenna_found_initial 0 \
    p_switching_mw 0.6296 \
    core_area_um2 32620 \
    drv_cap 0 \
    drtPass1Iterations 5 \
    seqPwrFrac 0.477 \
    min_path_type "reg -> reg" \
    pwr-share-clk 0.508 \
    unclocked_pins 24 \
    post_cts_resized 0 \
    slew_violations 0 \
    untimed_endpoints 24 \
]
==> cells by family (layout without fill, tap and decap cells) <==
| family | Yosys count | count (layout) | share of synthesized area |
|---|---|---|---|
| latches | 24 | 24 | 0.03623 |
| DFF | 158 | 158 | 0.3875 |
| AOI/OAI and AO/OA | 203 | 203 | 0.1257 |
| xor gates and xnor gates | 86 | 86 | 0.07572 |
| adders and majority gates | 57 | 57 | 0.07170 |
| and+or+nand+nor | 441 | 441 | 0.2303 |
| other | 1 | 1 | 0.0003770 |
| muxes | 29 | 29 | 0.03245 |
| buffers and inverters | 102 | 153 | 0.04000 |
==> cell usage in the layout, fill, tap and decap left out, types with 11 or more instances in the layout <==
| master | count |
|---|---|
| a21oi_1 | 39 |
| and3_1 | 18 |
| clkbuf_16 | 22 |
| clkdlybuf4s50_1 | 48 |
| dfrtp_1 | 127 |
| dfxtp_1 | 25 |
| dlxtn_1 | 24 |
| ha_1 | 57 |
| inv_1 | 62 |
| mux2_2 | 22 |
| nand2_1 | 100 |
| nand3_1 | 62 |
| nand4_1 | 30 |
| nor2_1 | 106 |
| nor2b_1 | 13 |
| nor3_1 | 11 |
| nor4_1 | 16 |
| o211ai_1 | 17 |
| o21ai_0 | 86 |
| or3_1 | 12 |
| xnor2_1 | 53 |
| xor2_1 | 33 |
==> through the flow <==
stage / hold WS, ns / utilization / instance area, um2
global route: 0.3556 / 0.3540 / 11550
finish: 0.3499 / 0.3540 / 11550
detailed placement: 0.3394 / 0.3342 / 10900
global placement: 0.3393 / 0.3342 / 10900
floorplan: 0.3312 / - / 9947
CTS: 0.3538 / 0.3540 / 11550
==> cell usage after synthesis (9+ instances only) <==
cell type	n
nand3b_1	9
nand4_1	30
inv_1	62
xnor2_1	53
ha_1	57
nor2_1	106
nand2_1	100
or4_1	10
dlxtn_1	24
o21ai_0	86
a21oi_1	39
nor3_1	11
mux2_2	22
dfxtp_1	25
clkbuf_1	34
nor4_1	16
dfrtp_1	127
nor2b_1	13
o211ai_1	17
and3_1	18
nand3_1	62
o31ai_1	10
or3_1	12
xor2_1	33
and4_1	10
==> metal layers <==
| layer | GRT usage | vias up | share of wire |
|---|---|---|---|
| met1 | 0.1951 | 3672 | 0.50 |
| met3 | 0.02515 | 11 | 0.040 |
| met4 | 0.01333 | 0 | 0.0093 |
| li1 | - | 3966 | - |
| met2 | 0.2062 | 142 | 0.45 |
| met5 | 0 | - | 0 |
==> path summary, 6_finish.rpt <==
check                                             startpoint                                               endpoint  slack [ns]
setup reg to reg                                    register     fsm.Contador_relogio.prescaler_reg[25]$_DFFE_PN0P_        1.79
hold / removal                    fsm.mode_sync[0]$_DFF_PN0_                             fsm.mode_sync[1]$_DFF_PN0_        0.35
setup / recovery           fsm.config_digit[1]$_SDFFCE_PP0P_                                                HEX1[2]        1.47
hold reg to reg                   fsm.mode_sync[0]$_DFF_PN0_                             fsm.mode_sync[1]$_DFF_PN0_        0.35
min in group asynchronous                              reset  fsm.Contador_cronometro.prescaler_reg[19]$_DFFE_PN0N_        0.50
max in group asynchronous                              reset      fsm.Contador_relogio.prescaler_reg[8]$_DFFE_PN0P_        3.35
==> power groups by stage <==
stage	registers [mW]	clock network, mW	logic [mW]
CTS	1.34	1.48	0.0447
global route	1.34	1.53	0.0492
finish	1.34	1.43	0.0418
==> final cells by class <==
| type | instances | area (um2) | share of cell area |
|---|---|---|---|
| sequential | 182 | 4215 | 0.3650 |
| timing repair buffer | 59 | 566.8 | 0.04908 |
| clock inverter | 10 | 95.09 | 0.008235 |
| inverter | 62 | 232.7 | 0.02015 |
| multi-input combinational | 817 | 5334 | 0.4619 |
| clock buffer | 22 | 550.5 | 0.04768 |
| tap | 442 | 553.0 | 0.04789 |
==> worst max-delay path: stages, from the launching register on <==
cell,delay [ns]
edfxtp_1,0.42
inv_1,0.14
ha_1,0.27
nand4_1,0.35
o311ai_0,0.25
clkdlybuf4s50_1,0.53
Power figures rest on the tool's default switching activity, not on a simulated workload.
