==> /design/flow/design.v <==
module seven_seg_decoder (
    input  wire [3:0] bcd_in,    
    output reg  [6:0] segments    
);
    always @(*) begin
        case(bcd_in)
            4'd0: segments = 7'b1111110;  
            4'd1: segments = 7'b0110000;  
            4'd2: segments = 7'b1101101;  
            4'd3: segments = 7'b1111001;  
            4'd4: segments = 7'b0110011;  
            4'd5: segments = 7'b1011011;  
            4'd6: segments = 7'b1011111;  
            4'd7: segments = 7'b1110000;  
            4'd8: segments = 7'b1111111;  
            4'd9: segments = 7'b1111011;  
            default: segments = 7'b0000000;  
        endcase
    end
endmodule
module clk_divider (
    input wire clk_in,     
    output wire timer_tick  
);
parameter MAX_COUNT = 25'd26999999; 
reg [24:0] timer_count = 25'd0; 
wire timer_done = (timer_count == MAX_COUNT);
always @(posedge clk_in) begin 
    if (timer_done) begin
        timer_count <= 25'd0; 
    end else begin
        timer_count <= timer_count + 1'b1;
    end
end
assign timer_tick = timer_done;
endmodule
module counter_fsm (
    input wire clk,            
    input wire timer_tick,     
    input wire btn_mode,       
    input wire btn_start,      
    input wire btn_adjust,     
    output wire [3:0] display_out,
    output wire status_watch_out,
    output wire status_change_out,
    output wire status_chrono_out
);
localparam S_WATCH  = 2'b00;
localparam S_CHANGE = 2'b01;
localparam S_CHRONO = 2'b10;
reg [1:0] current_state = S_WATCH;
reg [3:0] watch_count_reg = 4'd0;  
reg [3:0] chrono_count_reg = 4'd0;  
reg chrono_running = 1'b0;         
reg btn_start_prev = 1'b0;
reg btn_adjust_prev = 1'b0;
wire start_edge;
wire adjust_edge;
assign start_edge = btn_start & (~btn_start_prev);
assign adjust_edge = btn_adjust & (~btn_adjust_prev);
always @(posedge clk) begin
    btn_start_prev <= btn_start;
    btn_adjust_prev <= btn_adjust;
    if (btn_mode) begin
        case (current_state)
            S_WATCH: current_state <= S_CHANGE;
            S_CHANGE: current_state <= S_CHRONO;
            S_CHRONO: current_state <= S_WATCH;
            default: current_state <= S_WATCH;
        endcase
    end
    case (current_state)
        S_WATCH: begin
            if (timer_tick) begin
                if (watch_count_reg == 4'd9) watch_count_reg <= 4'd0; 
                else watch_count_reg <= watch_count_reg + 1'b1; 
            end
        end
        S_CHANGE: begin
        end
        S_CHRONO: begin
        end
    endcase
end
assign status_watch_out = (current_state == S_WATCH);
assign status_change_out = (current_state == S_CHANGE);
assign status_chrono_out = (current_state == S_CHRONO);
assign display_out = (current_state == S_CHRONO) ? chrono_count_reg : watch_count_reg;
endmodule
module watch (
    input wire sys_clk,        
    input wire btn_mode_in, 
    input wire btn_start_in, 
    input wire btn_adjust_in,
    output wire [6:0] seg_out,
    output wire status_watch,
    output wire status_change,
    output wire status_chrono
);
wire timer_tick;  
wire [3:0] bcd_count;
clk_divider divider (
    .clk_in(sys_clk),
    .timer_tick(timer_tick)  
);
counter_fsm fsm (
    .clk(sys_clk),
    .timer_tick(timer_tick),  
    .btn_mode(btn_mode_in),
    .btn_start(btn_start_in),
    .btn_adjust(btn_adjust_in),
    .display_out(bcd_count),
    .status_watch_out(status_watch),
    .status_change_out(status_change),
    .status_chrono_out(status_chrono)
);
seven_seg_decoder decoder (
    .bcd_in(bcd_count),
    .segments(seg_out)
);
endmodule
==> /design/flow/config.mk <==
export PLATFORM = sky130hd
export DESIGN_NAME = watch
export DESIGN_NICKNAME = watch
export VERILOG_FILES = /design/flow/design.v
export SDC_FILE = /design/flow/constraint.sdc
export NUM_CORES = 4
export LEC_CHECK = 1
export CORE_UTILIZATION = 30
==> /design/flow/constraint.sdc <==
current_design watch

set clk_period 3.3
set clk_io_pct 0.2

create_clock -name clk0 -period $clk_period [get_ports {sys_clk}]

set non_clock_inputs [all_inputs -no_clocks]
set_input_delay [expr $clk_period * $clk_io_pct] -clock clk0 $non_clock_inputs
set_output_delay [expr $clk_period * $clk_io_pct] -clock clk0 [all_outputs]
==> /design/flow/run.sh <==
#!/bin/bash
# OpenROAD 26Q1-2900-gdf79404cd8, Yosys 0.63+post, stock flow scripts
make -C /OpenROAD-flow-scripts/flow DESIGN_CONFIG=/design/flow/config.mk WORK_HOME=/design/flow/orfs finish
==> reports/results.ini <==
[cells_and_area]
largest_reg_flops=25
area_growth_syn_to_layout_pct=18.2
layoutNonFillerInstCount=273
final.fill_count=534
drive_above_1_share_pct=5.91

[clock_network]
cts-buffers-inserted=5
cts_hold_buf=0
numClockSinks=31
clock_tree.root_cell=sky130_fd_sc_hd__clkbuf_8
path_clk_slew_ns=0.07
clock_latency_ns=0.28
ctsHtreeMaxLevel=2
cts_tree=yes
clock_path_buffers=2

[timing]
final.setup_skew_ns=0.00628
fin_tns_setup_ns=0
max_slew.worst_pin.slew_ns=0.459
setup_violations=0
rsz_0062_raised_after_global_routing=false
final_hold_viol_count=0
final_cycle_utilization_of_the_critical_path_pct=93.9
layout_min_cycle_time_ns=3.10
timing.fmax_ghz=0.323
timing.final.ws_setup_ns=0.201
slew-limit-headroom_pct=69.4
maxSlewViolCount=0

[global_route]
grt_first_pass_wirelength_mm=5.20
first_global_vias=1160
largest_net_degree_at_the_start_of_global_routing=18
grtUsageTotal_pct=10.9
global_route.overflow_total=0
antenna_found_initial=0

[critical_path]
startpoint_type=flop
worst-path-max-fanout=9
setup_crit_end_kind=output pin
setup.worst_path.class=reg -> out
worstPathRequired_ns=2.64
cp_data_arrival_time_ns=2.44

[synthesis]
synthDominantCellAreaShare_pct=30.5
synth_xor_xnor_area_share_pct=8.00
synth.ff_latch_count=31
sequential_cell_area_fraction_in_the_yosys_report_pct=41.5
ys_sh_simple_pct=26.8
post_synth_num_cell_types=35
synth-edff-count=6
postSynthAreaPerCell_um2=8.73
synth.comb.largest_family=simple AND/OR/NAND/NOR gates
synth-async-reset-ratio_pct=0
postSynth.topFlopCell=sky130_fd_sc_hd__dfxtp_1
most_common_cell_in_the_netlist=sky130_fd_sc_hd__dfxtp_1
ys_top_cells_by_count=25 x sky130_fd_sc_hd__dfxtp_1, 18 x sky130_fd_sc_hd__nand2_1, 17 x sky130_fd_sc_hd__nor2_1
mux_frac_synth_pct=1.22
synthCells=188
top_cells_by_area=sky130_fd_sc_hd__dfxtp_1 30%, sky130_fd_sc_hd__edfxtp_1 11%, sky130_fd_sc_hd__ha_1 6.9%
yosysWarningCount=3
synth.yosys.num_cells=188
largest_area_cell=sky130_fd_sc_hd__dfxtp_1
yosysChipArea_um2=1640
aoi_share_pct=12.3
mappedNetlistArea_um2=1640
adder_share_pct=6.86

[job]
maxCapViolations=0
openroad_warnings=33

[die]
die_h_um=76.0
row_count=26
io_pins=14
floorplan.core_area_um2=5170
die_area_um2=5770
floorplanUtilization_pct=31.7
fp.dieW_um=76.0

[route]
detail_route.first_pass.iterations=5
route.vias.total=1299
n_antenna_cell=0
maxUsedRoutingLayer=met4
drt-wirelength-per-cell_um=10.8
drt-vias-per-instance=4.76
drt-initial-drc-count=58
dr_wl_met3_um=120
route.layer.met1.wl_mm=1.57
dr_wl_met2_mm=1.20
drc=0
drt-total-wl_mm=2.95
detail-route-antenna-nets=0

[status]
outcome=finished, final reports clean

[power_and_ir_drop]
fin_total_pwr_mw=0.752
p_leak_nw=0.793
pwr_density_cell_nw_per_um2=388
ir_drop_mv=0.231

[placed_design]
buffers_on_ports=11
gpl.final_weighted_congestion=0.785
detailed_place_hpwl_mm=2.03
numPlacedInstances=265
dpl_worst_slack_ns=0.392

[worst_hold_path]
hp-class=reg -> reg

==> cells in the final DEF (no fill, tap or decap), drive strengths merged, types with 4 or more instances in the layout <==
cell / netlist / final
nand4: 5 / 5
nand2: 18 / 18
o31ai: 4 / 4
dfxtp: 25 / 25
a21oi: 12 / 12
nor3: 4 / 4
edfxtp: 6 / 6
xnor2: 7 / 7
o21ai: 10 / 10
or4: 5 / 5
clkdlybuf4s50: 0 / 11
or3: 8 / 8
xor2: 8 / 8
nor2: 17 / 17
nand3: 9 / 9
inv: 9 / 9
clkbuf: 2 / 7
ha: 9 / 9
nor2b: 4 / 4
nand2b: 4 / 4
==> worst paths after layout <==
| path | end | from | slack (ns) | cells past startpoint |
|---|---|---|---|---|
| worst min register to register | divider.timer_count[0] | divider.timer_count[0] | 0.46 | 1 |
| worst max-delay path | seg_out[1] | fsm.current_state[1] | 0.20 | 9 |
| worst min-delay path | divider.timer_count[0] | divider.timer_count[0] | 0.46 | 1 |
| worst max register to register | divider.timer_count[24] | divider.timer_count[0] | 1.11 | 5 |
==> cell type report <==
| cell class | count | area [µm²] | area share [%] |
|---|---|---|---|
| repair buffers | 12 | 118 | 6.06 |
| multi-input cells | 143 | 908 | 46.8 |
| well taps | 70 | 87.6 | 4.51 |
| clock buffers | 7 | 108 | 5.54 |
| inverters | 9 | 33.8 | 1.74 |
| flip-flops and latches | 31 | 681 | 35.1 |
| clock inverters | 1 | 5.00 | 0.258 |
==> layer usage <==
metal,global-route usage [%],up-vias
li1,-,691
met1,17.1,578
met2,15.9,23
met3,2.43,7
met4,1.92,0
met5,0,-
==> where the power goes <==
group / internal, mW / switching, mW
combinational: 0.00684 / 0.00490
clock: 0.213 / 0.139
sequential: 0.387 / 0.00113
==> worst max-delay path, cell delays in order (launching register included) <==
cell	delay (ns)
sky130_fd_sc_hd__edfxtp_1	0.42
sky130_fd_sc_hd__nand2b_2	0.19
sky130_fd_sc_hd__inv_1	0.12
sky130_fd_sc_hd__nor2_1	0.21
sky130_fd_sc_hd__inv_1	0.13
sky130_fd_sc_hd__ha_1	0.25
sky130_fd_sc_hd__nor2b_1	0.13
sky130_fd_sc_hd__a31oi_1	0.16
sky130_fd_sc_hd__o221ai_1	0.14
sky130_fd_sc_hd__clkdlybuf4s50_1	0.41
==> repair_timing <==
action	4_1_cts	5_1_grt
buffers inserted	0	0
setup endpoints to repair	0	1
gates resized	0	1
==> kinds of logic after synthesis <==
kind of cell    Yosys count
xor+xnor                 15
mux                       2
fa+ha+maj                 9
compound gates           34
simple gates             83
buf+inv                  14
flops                    31
==> metrics by stage <==
| step | instance area [µm²] | utilization (%) | hold WS [ns] |
|---|---|---|---|
| 6_report | 1940 | 37.5 | 0.460 |
| 5_1_grt | 1940 | 37.5 | 0.492 |
| 4_1_cts | 1940 | 37.5 | 0.463 |
| 3_5_place_dp | 1830 | 35.3 | 0.447 |
| 3_3_place_gp | 1830 | 35.3 | 0.441 |
| 2_1_floorplan | 1640 | - | 0.426 |
Power is estimated from default activity; no workload was simulated.
